==> flow/design.v <==
module reg_file(A1,A2,A3,WD3,WE3,RD1,RD2,clk,rst);
    input [4:0] A1,A2,A3;
    input [31:0] WD3;
    input clk,rst,WE3;
    output [31:0] RD1,RD2;
    reg [31:0] register [31:0];
    assign RD1= (rst==1'b0) ? 32'h00000000:register[A1];
    assign RD2= (rst==1'b0) ? 32'h00000000:register[A2];
    always@(posedge clk)
    begin
        if (WE3)
        begin
            register[A3]<=WD3;
        end
    end
endmodule
==> flow/run.sh <==
#!/bin/bash
# OpenROAD 26Q1-2900-gdf79404cd8, Yosys 0.63+post, stock flow scripts
make -C /OpenROAD-flow-scripts/flow DESIGN_CONFIG=/design/flow/config.mk WORK_HOME=/design/flow/orfs finish
==> flow/config.mk <==
export PLATFORM = sky130hd
export DESIGN_NAME = reg_file
export DESIGN_NICKNAME = reg_file
export VERILOG_FILES = /design/flow/design.v
export SDC_FILE = /design/flow/constraint.sdc
export NUM_CORES = 4
export LEC_CHECK = 1
export CORE_UTILIZATION = 40
==> flow/constraint.sdc <==
current_design reg_file

set clk_period 8.7
set clk_io_pct 0.2

create_clock -name clk0 -period $clk_period [get_ports {clk}]

set non_clock_inputs [all_inputs -no_clocks]
set_input_delay [expr $clk_period * $clk_io_pct] -clock clk0 $non_clock_inputs
set_output_delay [expr $clk_period * $clk_io_pct] -clock clk0 [all_outputs]
==> flow_summary.toml <==
# synthesis and place-and-route metrics
[status]
run_status = "finished clean"

[clock_tree]
cts_buffer_depth = 3
number_of_buffers_added_by_the_clock_tree_synthesis_step = 102
post_cts_resize_count = 0
h_tree_levels = 3
path_clk_slew_ns = 0.06
hold_buffers = 0
cts_tree = "yes"
clock_tree.root_cell = "sky130_fd_sc_hd__clkbuf_16"
clock-sinks = 1024
postCtsSetupRepairBufs = 0

[grt]
grt_max_degree = 86
grtUsageTotal_pct = 26.3
initial_antenna_violation_count = 3
gr-usage-met3_pct = 21.4
groute.layer.met1.usage_pct = 30.3
global_route.usage.met2_pct = 38.0
overflow = 0
grt.busiest_layer = "met2"
grt_pass1_vias = 29900
global_route_wire_length_before_repair_um = 205000

[setup_path]
criticalPathCategory = "primary input to output port"
worst_setup_path_end_kind = "output port"
worst_setup_path_start_kind = "primary input"
timing.critical_path.to = "RD2[15]"
worst-endpoint-required_ns = 6.96
setup.worst_path.start = "A2[3]"
worstPathMaxFanout = 25
arrival_ns = 5.39

[timing]
final_tally_of_setup_violations = 0
post-route-worst-setup-slack_ns = 1.57
ratio_of_final_minimum_period_to_clock_period_pct = 82.0
max_freq_ghz = 0.140
timing.max_slew.rel_slack_pct = 23.9
worst_slew_pin_slew_ns = 1.14
holdWs_ns = 1.88
timing.final.hold_violations = 0
rsz0062_at_grt = "false"
finalWorstPathRequiredPeriod_ns = 7.13
setup_total_negative_slack_ns = 0
final-max-slew-violation-count = 0

[worst_hold_path]
startpoint_of_the_tightest_hold_check_path = "WD3[0]"
holdCritPathClass = "primary input to register"

[layout]
largest_register_ffs = 1024
reg.largest.list = "register x1024"
register_name_with_the_most_flops = "register"
final.fill_count = 9403
layout_top_cell = "sky130_fd_sc_hd__edfxtp_1"
register_area_mm2 = 0.0307
final_layout_size_suffix_gt1_share_pct = 35.7
multiInputGateArea_mm2 = 0.0158
syn2layout_area_growth_pct = 14.2
mostFrequentLayoutCells = "sky130_fd_sc_hd__edfxtp_1, sky130_fd_sc_hd__mux4_2, sky130_fd_sc_hd__mux2i_1, sky130_fd_sc_hd__mux2_2, sky130_fd_sc_hd__buf_4"
fin_util_pct = 46.2

[job]
tool_warnings = 26
max_cap_viols = 0

[power_and_ir_drop]
power-per-cell-area_mw_per_mm2 = 203
p_total_mw = 10.9
leakage_nw = 16.7
vdd_ir_drop_max_mv = 0.175

[die]
ios = 114
die-width_um = 346
floorplan.core_area_mm2 = 0.117
die_h_um = 346
row_count = 125
initial_core_util_pct = 40.5
chip_area_mm2 = 0.119

[routing]
drt_first_iter_violations = 1806
post_drt_wl_per_cell_um = 34.9
antenna-diode-count = 0
detail_route.drc_violations = 0
antenna_violating_nets_post_route = 0
detail_route.vias_per_cell = 6.48
first_pass_iters = 5
wl_um = 142000
detailroute.via_count = 26400

[logic_synthesis]
yosys_most_used_dff = "sky130_fd_sc_hd__edfxtp_1"
synthArstFlopShare_pct = 0
synthCells = 2323
synth_area_per_cell_um2 = 20.3
yosysChipArea_mm2 = 0.0472
synthesis.area_mm2 = 0.0472
synthesis.yosys.warnings = 1
netlist-cell-type-count = 28
post_synth_edffs = 1024
numSynthFlops = 1024
ys_seq_share_pct = 65.1
ys_cells = 2323

[placement]
place.gp.congestion = 0.901
dp_slack_ns = 1.68
buffer_ports.inserted = 113
dpl.hpwl_um = 82300
[worst min-delay path by stage]
stage                                  endpoint  cells past startpoint
after global routing   register[5][0]$_DFFE_PP_                      2
final                  register[6][0]$_DFFE_PP_                      2
after CTS             register[20][0]$_DFFE_PP_                      2
[power breakdown]
group | switching (mW) | internal, mW | leakage (nW)
Clock | 1.88 | 2.58 | 1.63
Sequential | 0.0243 | 5.49 | 9.22
Combinational | 0.541 | 0.410 | 5.80
Total | 2.45 | 8.48 | 16.7
[critical path: stages]
cell and delay (ns):
sky130_fd_sc_hd__buf_2 0.84, sky130_fd_sc_hd__or2_2 0.77, sky130_fd_sc_hd__buf_4 0.49, sky130_fd_sc_hd__o221ai_1 0.33, sky130_fd_sc_hd__a31oi_1 0.59, sky130_fd_sc_hd__clkdlybuf4s50_1 0.59
[per-layer routing]
metal | part of all wire, % | up-vias | wire length (um)
met5 | 0.15 | - | 210
met4 | 3.4 | 10 | 4840
met3 | 19 | 310 | 26300
met2 | 47 | 2131 | 66200
met1 | 31 | 13400 | 44300
li1 | - | 10500 | -
[Yosys cell counts (3+ instances only)]
cell type,n,area (um2)
sky130_fd_sc_hd__buf_8,3,45.0
sky130_fd_sc_hd__nor2_1,39,146
sky130_fd_sc_hd__buf_6,10,113
sky130_fd_sc_hd__o21ai_0,30,150
sky130_fd_sc_hd__o221ai_1,64,561
sky130_fd_sc_hd__o2111ai_1,12,105
sky130_fd_sc_hd__buf_4,14,105
sky130_fd_sc_hd__mux2_2,128,1440
sky130_fd_sc_hd__nand3b_1,5,37.5
sky130_fd_sc_hd__clkbuf_1,102,383
sky130_fd_sc_hd__o21ai_1,22,110
sky130_fd_sc_hd__mux2i_1,128,1280
sky130_fd_sc_hd__a22oi_1,64,480
sky130_fd_sc_hd__buf_1,5,18.8
sky130_fd_sc_hd__buf_2,66,330
sky130_fd_sc_hd__a31oi_1,64,400
sky130_fd_sc_hd__nor2b_1,4,25.0
sky130_fd_sc_hd__mux4_2,448,10100
sky130_fd_sc_hd__a221oi_1,52,455
sky130_fd_sc_hd__nand2_1,25,93.8
sky130_fd_sc_hd__or3b_2,3,26.3
sky130_fd_sc_hd__edfxtp_1,1024,30700
[logic make-up (layout without fill, tap and decap cells)]
logic type / after synthesis / after routing / share of synthesized area, %
flops: 1024 / 1024 / 65.1
mux: 704 / 704 / 27.1
simple gates: 85 / 85 / 0.811
buf+inv: 202 / 424 / 2.12
compound gates: 308 / 308 / 4.79
[through the flow]
| step | instance area, um2 | cells |
|---|---|---|
| floorplan | 47200 | 2323 |
| global placement | 50500 | 3882 |
| detailed placement | 50500 | 3882 |
| CTS | 53900 | 4069 |
| global route | 53900 | 4069 |
| finish | 53900 | 4069 |
[cell type report]
type                       instances  area share [%]
tap                             1524            3.54
timing repair buffer             235            3.93
multi-input combinational       1097            29.2
inverter                           2          0.0209
sequential                      1024            57.0
clock inverter                    64            1.36
clock buffer                     123            4.88
Power and IR drop assume default switching activity.
