==> /design/flow/constraint.sdc <==
current_design mux

set clk_period 1.0
set clk_io_pct 0.2

create_clock -name clk0 -period $clk_period

set non_clock_inputs [all_inputs -no_clocks]
set_input_delay [expr $clk_period * $clk_io_pct] -clock clk0 $non_clock_inputs
set_output_delay [expr $clk_period * $clk_io_pct] -clock clk0 [all_outputs]
==> /design/flow/run.sh <==
#!/bin/bash
# OpenROAD 26Q1-2900-gdf79404cd8, Yosys 0.63+post, stock flow scripts
make -C /OpenROAD-flow-scripts/flow DESIGN_CONFIG=/design/flow/config.mk WORK_HOME=/design/flow/orfs finish
==> /design/flow/design.v <==
module mux(a,b,s,c);
    input [31:0] a,b;
    input s;
    output [31:0] c;
    assign c=s?a:b;
endmodule
==> /design/flow/config.mk <==
export PLATFORM = sky130hd
export DESIGN_NAME = mux
export DESIGN_NICKNAME = mux
export VERILOG_FILES = /design/flow/design.v
export SDC_FILE = /design/flow/constraint.sdc
export NUM_CORES = 4
export LEC_CHECK = 1
export CORE_AREA = 10 10 70 70
export DIE_AREA = 0 0 80 80
==> impl_metrics.json <==
{
  "status": "complete, but fails checks",
  "violations": "setup timing",
  "pwr-share-comb_pct": 100.0,
  "rows": 21,
  "core_um2": 3420,
  "netSwitchingFraction_pct": 21.3,
  "place_area_um2": 1520,
  "min_from": "b[18]",
  "p_int_mw": 0.487,
  "netlist_area_um2": 544,
  "postSynthSeqShare_pct": 0,
  "p_clk_share_pct": 0,
  "drc_errors": 0,
  "hold_path_depth": 3,
  "fp_util_pct": 15.9,
  "first_pass_iters": 2,
  "synth_cells": 36,
  "gr-total-overflow": 0,
  "regArea_um2": 0,
  "fillers": 345,
  "ant_nets": 0,
  "drive_above_1_share_pct": 53.3,
  "vias_per_cell": 3.77,
  "gr-usage-all-layers_pct": 7.64,
  "finalSetupViolations": 32,
  "clock_buffers": 0,
  "period_needed_ns": 1.17,
  "grt_first_pass_wirelength_um": 4000,
  "p_seq_share_pct": 0,
  "warnings": 34,
  "drtIter0Drc": 3,
  "yosysCellCount": 36,
  "yosys_warnings": 0,
  "leakagePower_nw": 0.887,
  "timing.final.ws_setup_ns": -0.173,
  "crit_type": "primary input to primary output",
  "cts_hold_buf": 0,
  "tightest_slew_ns": 0.111,
  "crit_fanout": 1,
  "cap_violations": 0,
  "dieArea_um2": 6400,
  "crit_start": "a[27]",
  "synth_chip_area_um2": 544,
  "fin_tns_setup_ns": -3.69,
  "ff_count": 0,
  "ir_worst_vdd_v": 0.000161,
  "ios": 97,
  "p_switching_mw": 0.132,
  "die_w_um": 80,
  "max_slew_margin_pct": 92.6,
  "port_buffers": 97,
  "grt_pass1_vias": 751,
  "worstSetupStartpointType": "primary input",
  "grt_max_degree": 11,
  "place_ws_ns": -0.499,
  "die-height_um": 80,
  "avgSynthCellArea_um2": 15.1,
  "finalHoldViolations": 0,
  "dpl.hpwl_um": 2400,
  "final_area_um2": 1590,
  "cp-end-kind": "primary output",
  "area_growth_pct": 191,
  "max_freq_mhz": 852,
  "grt_antenna_before_repair": 0,
  "p_per_area_nw_per_um2": 390,
  "synth_cell_types": 4,
  "cp.arrival_ns": 0.97,
  "wl_per_cell_um": 14.9,
  "totalWireLength_um": 2720,
  "hp-class": "primary input to primary output",
  "gp_congestion": 0.758,
  "report.final.slew_viol_count": 0,
  "num_vias": 690,
  "antenna_cells": 0,
  "critical_path_required_ns": 0.80,
  "finalCritPeriodShare_pct": 117,
  "grt_setup_unrepaired": "true"
}
-- stage by stage --
stage / cells / utilization [%] / power, mW / hold WS [ns]
2_1_floorplan: 36 / - / 0.206 / 0.498
3_3_place_gp: 177 / 44.6 / 0.648 / 1.35
3_5_place_dp: 177 / 44.6 / 0.650 / 1.36
4_1_cts: 183 / 44.6 / 0.608 / 0.801
5_1_grt: 183 / 46.4 / 0.664 / 0.713
6_report: 183 / 46.4 / 0.619 / 0.692
-- placed cells by master, fill, tap and decap left out --
cell,synthesis,routed
dlygate4sd2_1,0,47
mux2_4,30,32
buf_6,1,21
buf_2,0,12
clkdlybuf4s50_1,0,10
dlymetal6s2s_1,0,7
buf_12,3,4
buf_8,0,3
buf_16,0,1
-- critical path: stages --
cell             delay [ns]
clkdlybuf4s50_1        0.40
mux2_4                 0.26
buf_6                  0.11
-- power by group through the flow --
stage | sequential [mW] | clock, mW | combinational, mW
CTS | 0 | 0 | 0.608
global route | 0 | 0 | 0.664
finish | 0 | 0 | 0.619
-- cells by family (layout without fill, tap and decap cells) --
logic type / count (synthesis) / after routing / synth area share, %
multiplexers: 32 / 32 / 86.9
buffers and inverters: 4 / 105 / 13.1
-- Yosys cell counts --
| library cell | n | share of area, % |
|---|---|---|
| mux2_4 | 30 | 83 |
| buf_12 | 3 | 11 |
| mux2_2 | 2 | 4.1 |
| buf_6 | 1 | 2.1 |
-- path summary, 6_finish.rpt --
check    end  slack (ns)
max    c[27]       -0.17
min    c[18]        0.69
-- layout make-up --
type / instances / area, um2 / share of cell area, %
Multi-Input combinational cell: 32 / 480 / 30.3
Tap cell: 46 / 57.6 / 3.63
Timing Repair Buffer: 105 / 1050 / 66.1
-- per-layer routing --
| layer | routed length (um) | global-route usage, % | share of wire, % | up-vias |
|---|---|---|---|---|
| met5 | 0 | 0 | 0 | - |
| met4 | 0 | 0 | 0 | 0 |
| met3 | 351 | 3.18 | 13 | 0 |
| met2 | 1350 | 13.6 | 50 | 51 |
| met1 | 1020 | 8.77 | 37 | 300 |
| li1 | - | - | - | 339 |
-- repair_timing --
item | in CTS | in global routing
setup endpoints to repair | 32 | 32
setup buffers | 5 | 0
resized | 170 | 15
cloned | 1 | 0
Power and IR drop assume default switching activity.
